==> flow/design.v <==
module controller #(
  parameter integer LOOP_COUNT_W                  = 8,
  parameter integer INST_ADDR_W                   = 4,
  parameter integer LOOP_STATE_W                  = LOOP_COUNT_W,
  parameter integer OFFSET_W                      = INST_ADDR_W,
  parameter integer STACK_W                       = LOOP_COUNT_W + LOOP_STATE_W,
  parameter integer STACK_DEPTH                   = (1 << INST_ADDR_W)
) (
  input  wire                                     clk,
  input  wire                                     reset,
  input  wire                                     start,
  output wire                                     done,
  input  wire                                     loop_wr_v,
  input  wire       [ LOOP_COUNT_W    -1 : 0 ]    loop_wr_max_iter,
  output wire       [ OFFSET_W        -1 : 0 ]    offset_index,
  output wire                                     offset_index_valid
);
  wire exit_loop;
  reg  [ INST_ADDR_W    -1 : 0 ]    max_loop_ptr;
  reg  [ INST_ADDR_W    -1 : 0 ]    loop_wr_ptr;
  wire [ INST_ADDR_W    -1 : 0 ]    loop_rd_ptr;
  wire [ LOOP_COUNT_W   -1 : 0 ]    loop_rd_max;
  wire [ INST_ADDR_W    -1 : 0 ]    iter_wr_ptr;
  wire                              iter_wr_v;
  wire [ LOOP_COUNT_W   -1 : 0 ]    iter_wr_data;
  reg  [ INST_ADDR_W    -1 : 0 ]    iter_rd_ptr;
  wire                              iter_rd_v;
  wire [ LOOP_COUNT_W   -1 : 0 ]    iter_rd_data;
  reg  [ INST_ADDR_W    -1 : 0 ]    stall_rd_ptr;
  reg  [ 2              -1 : 0 ]    state;
  reg  [ 2              -1 : 0 ]    next_state;
  reg  [ INST_ADDR_W    -1 : 0 ]    exit_loop_count;
  always @(posedge clk)
  begin:WR_PTR
    if (reset)
      loop_wr_ptr <= 'b0;
    else begin
      if (loop_wr_v)
        loop_wr_ptr <= loop_wr_ptr + 1'b1;
      else if (done)
        loop_wr_ptr <= 'b0;
    end
  end
  always @(posedge clk)
  begin: MAX_LOOP_PTR
    if (loop_wr_v)
      max_loop_ptr <= loop_wr_ptr;
  end
  assign loop_rd_v = iter_rd_v;
  assign loop_rd_ptr = iter_rd_ptr;
  ram #(
    .ADDR_WIDTH                     ( INST_ADDR_W         ),
    .DATA_WIDTH                     ( LOOP_COUNT_W        )
  ) loop_buf (
    .clk                            ( clk                 ),
    .reset                          ( reset               ),
    .s_write_addr                   ( loop_wr_ptr         ),
    .s_write_req                    ( loop_wr_v           ),
    .s_write_data                   ( loop_wr_max_iter    ),
    .s_read_addr                    ( loop_rd_ptr         ),
    .s_read_req                     ( loop_rd_v           ),
    .s_read_data                    ( loop_rd_max         )
  );
  ram #(
    .ADDR_WIDTH                     ( INST_ADDR_W         ),
    .DATA_WIDTH                     ( LOOP_COUNT_W        )
  ) iter_buf (
    .clk                            ( clk                 ),
    .reset                          ( reset               ),
    .s_write_addr                   ( iter_wr_ptr         ),
    .s_write_req                    ( iter_wr_v           ),
    .s_write_data                   ( iter_wr_data        ),
    .s_read_addr                    ( iter_rd_ptr         ),
    .s_read_req                     ( iter_rd_v           ),
    .s_read_data                    ( iter_rd_data        )
  );
  localparam integer IDLE   = 0;
  localparam integer BUSY   = 1;
  localparam integer ENTER  = 2;
  localparam integer RETURN = 3;
  always @(*)
  begin
    next_state = state;
    case (state)
      IDLE: begin
        if (start)
          next_state = BUSY;
      end
      BUSY: begin
        if (done)
          next_state = IDLE;
        else if (exit_loop)
          next_state = ENTER;
      end
      ENTER: begin
        if (done)
          next_state = IDLE;
        else if (!exit_loop)
          next_state = RETURN;
      end
      RETURN: begin
        if (exit_loop_count == 1)
          next_state = BUSY;
      end
    endcase
  end
  always @(posedge clk or posedge reset)
  begin
    if (reset)
      state <= 2'b0;
    else
      state <= next_state;
  end
  assign done = (iter_rd_ptr == max_loop_ptr) && exit_loop;
  assign iter_rd_v = state != IDLE;
  assign iter_wr_v = state == IDLE ? loop_wr_v : state != RETURN;
  assign iter_wr_data = state == IDLE ? 'b0 :
                        exit_loop ? 'b0 : iter_rd_data + 1'b1;
  assign iter_wr_ptr = state == IDLE ? loop_wr_ptr : iter_rd_ptr;
  assign exit_loop = iter_rd_data == loop_rd_max;
  always @(posedge clk)
  begin: RD_PTR
    if (state != IDLE && exit_loop)
      iter_rd_ptr <= iter_rd_ptr + 1'b1;
    else
      iter_rd_ptr <= 'b0;
  end
  always @(posedge clk)
  begin: ENTER_LOOP_COUNTER
    if (reset)
      exit_loop_count <= 'b0;
    else begin
      if (exit_loop)
        exit_loop_count <= exit_loop_count + 1'b1;
      else if (state == RETURN)
        exit_loop_count <= exit_loop_count - 1'b1;
      else if (start)
        exit_loop_count <= 'b0;
    end
  end
  assign offset_index = (state != RETURN) ? iter_rd_ptr : exit_loop_count;
  assign offset_index_valid = (state == BUSY || state == ENTER) && !exit_loop;
endmodule
module ram
#(
  parameter integer DATA_WIDTH    = 10,
  parameter integer ADDR_WIDTH    = 12
)
(
  input  wire                         clk,
  input  wire                         reset,
  input  wire                         s_read_req,
  input  wire [ ADDR_WIDTH  -1 : 0 ]  s_read_addr,
  output wire [ DATA_WIDTH  -1 : 0 ]  s_read_data,
  input  wire                         s_write_req,
  input  wire [ ADDR_WIDTH  -1 : 0 ]  s_write_addr,
  input  wire [ DATA_WIDTH  -1 : 0 ]  s_write_data
);
  reg  [ DATA_WIDTH -1 : 0 ] mem [ 0 : 1<<ADDR_WIDTH ];
  always @(posedge clk)
  begin: RAM_WRITE
    if (s_write_req)
      mem[s_write_addr] <= s_write_data;
  end
  assign s_read_data = mem[s_read_addr];
endmodule
==> flow/run.sh <==
#!/bin/bash
# OpenROAD 26Q1-2900-gdf79404cd8, Yosys 0.63+post, stock flow scripts
make -C /OpenROAD-flow-scripts/flow DESIGN_CONFIG=/design/flow/config.mk WORK_HOME=/design/flow/orfs finish
==> flow/config.mk <==
export PLATFORM = sky130hd
export DESIGN_NAME = controller
export DESIGN_NICKNAME = controller
export VERILOG_FILES = /design/flow/design.v
export SDC_FILE = /design/flow/constraint.sdc
export NUM_CORES = 4
export LEC_CHECK = 1
export CORE_UTILIZATION = 50
export SYNTH_HDL_FRONTEND = slang
==> flow/constraint.sdc <==
current_design controller

set clk_period 13.9
set clk_io_pct 0.2

create_clock -name clk0 -period $clk_period [get_ports {clk}]

set non_clock_inputs [all_inputs -no_clocks]
set_input_delay [expr $clk_period * $clk_io_pct] -clock clk0 $non_clock_inputs
set_output_delay [expr $clk_period * $clk_io_pct] -clock clk0 [all_outputs]
==> GITHUB_STEP_SUMMARY <==
### Flow metrics

| Metric | Value |
|---|---|
| Post-CTS setup repair buffer count | `0` |
| Ys async rst share | `less than 1%` |
| Residual DRC | `0` |
| Die extent in x | `approximately 150 µm` |
| Post-Synthesis Cells | `about 630` |
| Max frequency | `0.135 GHz` |
| Cells on worst reg2reg path | `10` |
| P per Cell Area | `158 nW/µm²` |
| Top cells by count, synth | `260 x edfxtp_1, 60 x mux4_2, 44 x nor2_1, 31 x nand2_1, 22 x mux2i_1` |
| Post-synth top flop | `edfxtp_1` |
| Critical path class | `flop to output pin` |
| OpenROAD warnings | `33` |
| Core area | `22000 µm²` |
| Hpwl dp | `14.6 mm` |
| Pin count of the biggest net entering global routing | `38` |
| RePlAce Congestion | `between 0.8 and 0.9` |
| Static leakage | `4.06 nW` |
| Synth area leader | `edfxtp_1` |
| Vias | `5714` |
| Routed Antenna Nets | `0` |
| Synthesis Warnings | `0` |
| Xor+xnor area frac | `between 1.5 and 2%` |
| Seq/Total Area, Yosys | `approximately 71%` |
| # rows | `54` |
| Per-cell routed wire length | `around 23 µm` |
| Fillers | `1603` |
| Setup TNS Final | `0 ns` |
| Hold Startpoint | `loop_wr_ptr[1]` |
| # resized after CTS | `0` |
| Mux area share | `14.4%` |
| Adder share | `under 10%` |
| Io pins | `18` |
| Critical path arrival | `4.61 ns` |
| Syn avg cell area | `roughly 18 µm²` |
| Worst R2R End | `iter_buf.mem[12][1]` |
| Port Buffers | `17` |
| 1st-iter DRT viols | `413` |
| Global-route wire length before repair | `34.9 mm` |
| Minimum clock period | `roughly 7.4 ns` |
| CTS H-Tree Depth | `1` |
| Antenna violations before repair | `0` |
| Vias in the first global route | `6164` |
| Init Core Util | `51.6%` |
| MaxCap Viol Count | `0` |
| Clk Tree Root Cell | `clkbuf_16` |
| CTS Hold Bufs | `0` |
| Hold EP | `max_loop_ptr[1]` |
| Ratio of final minimum period to clock period | `53.2%` |
| Synth top area share | `68.7%` |
| Top cells, area | `edfxtp_1 69%, mux4_2 12%, dfxtp_1 2.1%, mux2i_1 1.9%, nor2_1 1.5%` |
| CTS Buffer Depth | `3` |
| N_diodes | `0` |
| Cell Type Count | `54` |
| Sink Count | `between 200 and 300` |
| Worst Setup SP | `iter_rd_ptr[0]` |
| Layout area overhead | `12.7%` |
| Via density | `5.84` |
| Ao+oa area frac | `between 3 and 4%` |
| Num CTS Buffers | `27` |
| Late-Pin Clk Latency | `0.52 ns` |
| Final core utilization | `between 50% and 60%` |
| Slew at the pin closest to its max-slew limit | `0.957 ns` |
| Grt total ovfl | `0` |
| Hold Path Depth | `0` |
| Clock skew | `0.00997 ns` |
| Final hold violation count | `0` |
| Ys flops | `between 200 and 300` |
| Hold WC Path Type | `flop to flop` |
| Tot GR Track Use | `22.4%` |
| Normalized max-slew margin | `36.0%` |
| Status | `finished, final reports clean` |
| Worst setup EP type | `output pin` |
| Top non-seq family | `multiplexers` |
| TritonRoute pass-1 iters | `4` |
| Crit-path max FO | `31` |
| Maximum vdd drop | `roughly 100 µV` |
| Yosys Chip Area | `11400 µm²` |
| Req. time, crit path | `11.12 ns` |
| Yosys Instances | `629` |
| Die area | `23300 µm²` |
| Flip-flops with a built-in enable | `roughly 260` |
| Die H | `153 µm` |
| Syn Std Cell Area | `11400 µm²` |
| WL final | `roughly 22 mm` |
| Slew Viols, Final | `0` |
| RR Startpoint | `iter_rd_ptr[0]` |
| Worst-path clk slew | `0.06 ns` |
| Most common cell in the netlist | `edfxtp_1` |
| Startpoint types | `flop` |
| CTS tree | `built` |
| Ratio of cells with drive above 1 in the final layout | `20.3%` |
| # setup viols final | `0` |
| R2R Setup Slk | `roughly 9.8 ns` |
| RSZ-0062 raised after global routing | `false` |
| Simple share | `5.46%` |
## metal layers
layer  track usage [%]  vias up  wire length [µm]
met5                 0        -                 0
met4              4.09        0               551
met3              12.0       43              2690
met2              33.0      261             10500
met1              33.7     2792              8580
li1                  -     2618                 -
## logic make-up (layout without fill, tap and decap cells)
group / count (synthesis) / count (layout)
AOI/OAI and AO/OA: 62 / 62
and+or+nand+nor: 129 / 129
muxes: 87 / 87
DFF: 274 / 274
xor gates and xnor gates: 20 / 20
buffers and inverters: 44 / 113
adders and majority gates: 13 / 13
## flip-flops by register name, summed over array words and instances (netlist names)
signal,cells
loop_wr_ptr,4
max_loop_ptr,4
exit_loop_count,4
state,2
iter_rd_ptr,4
iter_buf.mem,128
loop_buf.mem,128
## report_power, final
part	total (mW)	switching [mW]	internal, mW
registers	1.04	0.0162	1.02
logic	0.299	0.189	0.110
clock network	0.693	0.279	0.414
total	2.03	0.484	1.54
## how the worst max path moves through the flow
stage,endpoint
after CTS,done
after global routing,done
final,done
## stage by stage
step	total power, mW	setup WS, ns	cells	area, µm²	hold WS, ns
finish	2.03	6.51	978	12800	0.590
global route	2.11	6.16	978	12800	0.607
CTS	2.04	6.39	978	12800	0.593
detailed placement	1.36	6.96	929	12000	0.581
global placement	1.34	6.96	929	12000	0.553
floorplan	1.24	8.35	629	11400	0.406
## cell usage in the layout (no fill, tap or decap), types with 6 or more instances in the layout
cell type and n:
a221oi_1 8, a22oi_1 12, a31oi_1 7, buf_4 35, clkbuf_1 6, clkbuf_16 27
clkdlybuf4s50_1 17, dfxtp_1 10, edfxtp_1 260, ha_1 13, inv_1 11, mux2i_1 22
mux4_2 60, nand2_1 31, nand3_1 11, nor2_1 44, nor3_1 15, o21ai_0 11
xnor2_1 16
## cell type report
type / instances / area [µm²] / area share (%)
clock buffer: 37 / 753 / 5.88
timing repair buffer: 52 / 433 / 3.38
clock inverter: 12 / 108 / 0.840
tap: 280 / 350 / 2.73
sequential: 274 / 8100 / 63.2
inverter: 12 / 45.0 / 0.352
multi-input combinational: 311 / 3020 / 23.6
## worst max-delay path, stage by stage, from the launching register on
cell             delay, ns
dfxtp_4               0.69
buf_4                 0.60
mux4_2                0.58
mux2i_1               0.17
xnor2_1               0.13
nor2_1                0.05
or4b_1                0.61
nor4_4                0.15
buf_4                 0.33
and2_1                0.22
clkdlybuf4s50_1       0.47
Power figures rest on the tool's default switching activity, not on a simulated workload.
