File: run.sh
#!/bin/bash
# OpenROAD 26Q1-2900-gdf79404cd8, Yosys 0.63+post, stock flow scripts
make -C /OpenROAD-flow-scripts/flow DESIGN_CONFIG=/design/flow/config.mk WORK_HOME=/design/flow/orfs finish
File: design.v
module register_file_sp #(
  parameter integer DATA_WIDTH             = 8,
  parameter integer ADDR_WIDTH             = 8,
  parameter integer DEPTH                  = 1 << ADDR_WIDTH
) (
  input  wire                              clk,
  input  wire                              enable,   
  input  wire                              wr,       
  input  wire        [ ADDR_WIDTH -1 : 0 ] write_addr,
  input  wire        [ DATA_WIDTH -1 : 0 ] write_data,
  input  wire        [ ADDR_WIDTH -1 : 0 ] read_addr,
  output reg         [ DATA_WIDTH -1 : 0 ] read_data
);
  reg [ DATA_WIDTH -1 : 0 ] regfile [ 0 : DEPTH -1 ];
  always @(posedge clk)
  begin: RD_REG_FILE
    if (enable && !wr)
      read_data <= regfile[read_addr];
  end
  always @(posedge clk)
  begin: WR_REG_FILE
    if (enable && wr)
      regfile[write_addr] <= write_data;
  end
endmodule
File: constraint.sdc
current_design register_file_sp

set clk_period 9.0
set clk_io_pct 0.2

create_clock -name clk0 -period $clk_period [get_ports {clk}]

set non_clock_inputs [all_inputs -no_clocks]
set_input_delay [expr $clk_period * $clk_io_pct] -clock clk0 $non_clock_inputs
set_output_delay [expr $clk_period * $clk_io_pct] -clock clk0 [all_outputs]
File: config.mk
export PLATFORM = sky130hd
export DESIGN_NAME = register_file_sp
export DESIGN_NICKNAME = register_file_sp
export VERILOG_FILES = /design/flow/design.v
export SDC_FILE = /design/flow/constraint.sdc
export NUM_CORES = 4
export LEC_CHECK = 1
export CORE_UTILIZATION = 40
export SYNTH_HDL_FRONTEND = slang
==> impl_metrics.tcl <==
# flow metrics
set metrics [dict create \
    cp-end-kind "flip-flop" \
    synth_top_area_share 0.7741 \
    number_of_placed_i_o_pins 35 \
    synthAdderAreaFrac 0 \
    fmaxAchievable_mhz 198.5 \
    timing.slew.headroom 0.2864 \
    postSynth.topFlopCell "sky130_fd_sc_hd__edfxtp_1" \
    clock_edge_transition_at_the_registers_on_the_reported_setup_and_hold_paths_ns 0.06 \
    worst_hold_slack_ns 1.166 \
    timing.critical_path.max_delay_family "buffers and inverters" \
    timing.final.crit_period_ns 5.038 \
    max_cap_violations 0 \
    clock_latency_ns 0.85 \
    postCtsSetupRepairBufs 0 \
    mux_share 0.1439 \
    finalPower_mw 19.61 \
    syn_area_um2 79760 \
    maximum_number_of_pins_on_one_net_before_global_route_repair 117 \
    slew_at_the_pin_with_the_worst_max_slew_slack_ns 1.066 \
    tritoncts_clock_tree "built" \
    tns_ns 0 \
    dieArea_um2 201200 \
    clock_root_buffer_master "sky130_fd_sc_hd__clkbuf_16" \
    topCombFamilyByArea "multiplexers" \
    synthesis.yosys.warnings 0 \
    dp_hpwl_um 121800 \
    grt_first_pass_wirelength_um 289400 \
    htree_num_levels 4 \
    final_util 0.4535 \
    ys_seq_share 0.7741 \
    worst_path_largest_cell_delay_ns 0.71 \
    status "completed" \
    internal-power_mw 15.44 \
    clock_power_share 0.415 \
    gpl.final_weighted_congestion 0.9528 \
    ctsResizeCount 0 \
    antenna_found_initial 12 \
    cell_with_the_largest_stage_delay_on_the_worst_path "sky130_fd_sc_hd__nor3_1" \
    number_of_openroad_warnings 32 \
    worstPathRequired_ns 9.55 \
    synth_compound_gate_area_share 0.03605 \
    simple_gate_share 0.02643 \
    synthesis.instances 3767 \
    layout_worst_path_cycle_share 0.5598 \
    cp_cell_sequence "buf_8 -> buf_4 -> buf_12 -> mux4_2 -> a22o_1 -> a221oi_1 -> o2bb2ai_1 -> nor3_1 -> nor4_1" \
    via_count 38300 \
    peakVddDrop_v 0.0002173 \
    final_antenna_net_count 0 \
    slew_viol_final 0 \
    fp.dieH_um 448.5 \
    path_buffers 3 \
    core_um2 197600 \
    numCtsBuffers 200 \
    power-per-cell-area_nw_per_um2 218.8 \
    cell_count_listed_in_synth_stat_txt 3767 \
    setup.worst_path.class "input pin to flip-flop" \
    synth.avg_cell_area_um2 21.17 \
    grt-ovfl-total 0 \
    post_route_cells_drive_above_1_share 0.2221 \
    enable_flop_cells 2056 \
    route.detailed.wl_per_inst_um 29.50 \
    cts-hold-fix-buffers 0 \
    p_comb_frac 0.047 \
    crit_arrival_ns 5.58 \
    reg2reg_depth 6 \
    synthDominantAreaCellType "sky130_fd_sc_hd__edfxtp_1" \
    min_path_type "flip-flop to flip-flop" \
    drcViolationCount 0 \
    number_of_buffers_added_on_ports 34 \
    grt_util_all_layers 0.2185 \
    final-hold-violation-count 0 \
    die_w_um 448.5 \
    core_util_floorplan 0.4036 \
    critical_path.max_fanout 76 \
    p_sw_frac 0.2126 \
    start_kind "input pin" \
    post_route_wl_um 198400 \
    yosys.cell_types.count 58 \
    share_seq_of_total_power 0.538 \
    total_leakage_power_nw 27.40 \
    detail_route.vias_per_cell 5.696 \
    drt_iter0_drc 2485 \
    drt_pass1_iterations 7 \
    final_cells 6724 \
    finClkSkew_ns 0.04346 \
    clock-sinks 2056 \
    place_inst 6361 \
    fp-row-count 163 \
    cts_max_path_buffers 3 \
    postSynthRegisterBits 2056 \
    asyncSetResetFlopFracSynth 0 \
    unrepaired_setup_endpoints_after_global_routing "no" \
    layout-area-overhead-vs-synth_pct 12.37 \
    number_of_setup_violations_in_the_final_report 0 \
    yosys_area_um2 79760 \
    p_switching_mw 4.168 \
    first_global_vias 42000 \
    min_delay_path_depth 5 \
    cp.depth 9 \
    ys_sh_xor 0 \
    synth.top_cells.by_area "sky130_fd_sc_hd__edfxtp_1 77%, sky130_fd_sc_hd__mux4_2 12%, sky130_fd_sc_hd__mux2i_1 1.7%" \
]
routing by layer:
| metal | routed length, µm | global-route usage | up-vias |
|---|---|---|---|
| met5 | 143 | 0.004735 | - |
| met3 | 31250 | 0.1534 | 369 |
| li1 | - | - | 16130 |
| met4 | 7104 | 0.06041 | 8 |
| met1 | 65980 | 0.2745 | 19620 |
| met2 | 93890 | 0.3178 | 2174 |
state kept, by name, indices dropped and copies added (netlist names):
register,count
read_data,8
regfile,2048
tightest hold or removal path, delay by kind of cell (launching register included):
kind            cells  cell delay (ns)
compound gates      2             0.22
flops               1             0.31
simple gates        2             0.36
mux                 1             0.13
synthesized netlist by cell type (22+ instances only):
library cell and number:
sky130_fd_sc_hd__mux2i_1 132, sky130_fd_sc_hd__clkbuf_1 105, sky130_fd_sc_hd__nor3_1 24, sky130_fd_sc_hd__a21oi_1 96
sky130_fd_sc_hd__buf_2 48, sky130_fd_sc_hd__o22ai_1 22, sky130_fd_sc_hd__mux4_2 439, sky130_fd_sc_hd__a22oi_1 147
sky130_fd_sc_hd__nor2_1 280, sky130_fd_sc_hd__o221ai_1 39, sky130_fd_sc_hd__nand3_1 37, sky130_fd_sc_hd__buf_4 25
sky130_fd_sc_hd__nand2_1 61, sky130_fd_sc_hd__edfxtp_1 2056
placed cells by master (no fill, tap or decap), types with 8 or more instances in the layout:
cell / count
sky130_fd_sc_hd__clkinv_1: 46
sky130_fd_sc_hd__a21oi_1: 96
sky130_fd_sc_hd__nor4_1: 18
sky130_fd_sc_hd__clkdlybuf4s50_1: 20
sky130_fd_sc_hd__o311ai_0: 9
sky130_fd_sc_hd__clkbuf_16: 202
sky130_fd_sc_hd__a221oi_1: 12
sky130_fd_sc_hd__o221ai_1: 39
sky130_fd_sc_hd__buf_4: 145
sky130_fd_sc_hd__mux2_2: 10
sky130_fd_sc_hd__clkinv_2: 33
sky130_fd_sc_hd__edfxtp_1: 2056
sky130_fd_sc_hd__nand3_1: 37
sky130_fd_sc_hd__mux2i_1: 132
sky130_fd_sc_hd__nor3_1: 24
sky130_fd_sc_hd__bufinv_16: 16
sky130_fd_sc_hd__a211oi_1: 18
sky130_fd_sc_hd__buf_12: 11
sky130_fd_sc_hd__buf_8: 8
sky130_fd_sc_hd__mux4_2: 439
sky130_fd_sc_hd__a22oi_1: 147
sky130_fd_sc_hd__o22ai_1: 22
sky130_fd_sc_hd__clkbuf_1: 43
sky130_fd_sc_hd__nand4_1: 16
sky130_fd_sc_hd__nor2b_1: 14
sky130_fd_sc_hd__a22o_1: 14
sky130_fd_sc_hd__nor2_1: 278
sky130_fd_sc_hd__o21ai_0: 8
sky130_fd_sc_hd__nand2_1: 60
kinds of logic (layout without fill, tap and decap cells):
kind of cell    after synthesis  after routing
flops                      2056           2056
mux                         587            587
simple gates                483            483
compound gates              401            401
buf+inv                     240            552
other cells                   0              5
cell type report:
class / count / area (µm²)
inverters: 5 / 18.77
multi-input cells: 1471 / 16510
clock inverters: 113 / 1144
diodes: 5 / 12.51
clock buffers: 245 / 5216
well taps: 2640 / 3303
fillers: 16180 / 108000
flip-flops and latches: 2056 / 61740
repair buffers: 189 / 1672
power groups by stage:
stage | Clock, mW | Combinational, mW | Sequential [mW]
after CTS | 8.28 | 0.927 | 10.6
after global routing | 8.64 | 0.984 | 10.6
final | 8.13 | 0.919 | 10.6
path summary, 6_finish.rpt:
path | startpoint | end | slack, ns
max reg2reg | regfile[155][0] | read_data[0] | 5.97
min | regfile[63][7] | read_data[7] | 1.17
min reg2reg | regfile[63][7] | read_data[7] | 1.17
max | read_addr[1] | read_data[0] | 3.96
through the flow:
step | setup slack (ns) | cell area [µm²]
after CTS | 4.077 | 89600
after global routing | 3.697 | 89610
final | 3.962 | 89620
after detailed placement | 3.161 | 83240
after global placement | 3.142 | 83240
after floorplan | 5.184 | 79760
Power figures rest on the tool's default switching activity, not on a simulated workload.
